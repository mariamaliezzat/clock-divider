`flow/config.mk`:
```
export PLATFORM = sky130hd
export DESIGN_NAME = clock_divider_gen
export DESIGN_NICKNAME = clock_divider_gen
export VERILOG_FILES = /design/flow/design.v
export SDC_FILE = /design/flow/constraint.sdc
export NUM_CORES = 4
export LEC_CHECK = 1
export CORE_UTILIZATION = 30
```
`flow/constraint.sdc`:
```
current_design clock_divider_gen

set clk_period 7.0
set clk_io_pct 0.2

create_clock -name clk0 -period $clk_period [get_ports {I_ref_clk}]

set non_clock_inputs [all_inputs -no_clocks]
set_input_delay [expr $clk_period * $clk_io_pct] -clock clk0 $non_clock_inputs
set_output_delay [expr $clk_period * $clk_io_pct] -clock clk0 [all_outputs]
```
`flow/design.v`:
```
module clock_divider_gen #(
    parameter [4:0] div_ratio = 'd4
) (
        input          I_ref_clk,   
        input          I_rst_n,
        input          I_clk_en,
        output  reg    I_div_ratio
);
    reg [31:0] counter ;
    reg chang_flag;
    always @(*) 
        begin
            if (!chang_flag) 
                begin
                    I_div_ratio = I_ref_clk ;
                end 
            else 
                begin
                    if (div_ratio[0] == 'b0) 
                        begin
                        if (counter=='d0 && I_ref_clk == 'd1) 
                            begin
                                I_div_ratio = 'd1;
                            end 
                        else if (counter=='d0 && I_ref_clk == 'd0)
                            begin
                                I_div_ratio = 'd0;
                            end
                        else if (counter <=(div_ratio>>1)) 
                            begin
                                I_div_ratio = 'd1;
                            end 
                        else 
                            begin
                                I_div_ratio = 'd0;
                            end
                        end 
                    else 
                        begin
                            if (counter=='d0 && I_ref_clk == 'd1) 
                                begin
                                    I_div_ratio = 'd1;
                                end 
                            else if (counter=='d0 && I_ref_clk == 'd0)
                                begin
                                    I_div_ratio = 'd0;
                                end
                            else if(counter<=(div_ratio>>1))
                                begin
                                    I_div_ratio = 'd1;
                                end
                            else
                                begin
                                    I_div_ratio = 'd0;
                                end
                        end
                end
        end
    always @ ( posedge I_ref_clk , negedge I_rst_n ) 
        begin
            if (!I_rst_n) 
                begin
                    chang_flag    <= 'd0;
                    counter <= 'd0;
                end 
            else 
                begin
                    if (I_clk_en == 'd1 ) 
                        begin
                            if (div_ratio == 'd1) 
                                begin
                                    chang_flag <= 'd0;
                                end 
                            else 
                                begin
                                    chang_flag <= 'd1;
                                end
                            if (counter == div_ratio &&div_ratio[0]==1'b0) 
                                begin
                                    counter <= 'd1;
                                end 
                            else if (counter ==div_ratio&&div_ratio[0]==1'b1) 
                                begin
                                    counter <='d1;
                                end
                            else
                                begin
                                    counter <= counter + 'd1 ;
                                end
                        end 
                    else 
                        begin
                        chang_flag    <= 'd0; 
                        counter <= 'd0;
                        end
                end 
        end            
endmodule
```
`flow/run.sh`:
```
#!/bin/bash
# OpenROAD 26Q1-2900-gdf79404cd8, Yosys 0.63+post, stock flow scripts
make -C /OpenROAD-flow-scripts/flow DESIGN_CONFIG=/design/flow/config.mk WORK_HOME=/design/flow/orfs finish
```
==> results.ini <==
[floorplan]
die-area_um2 = 6598
coreArea_um2 = 5991
die_h_um = 81.23
initCoreUtil = 0.3143
io_pins = 4
die_width_um = 81.23
rows = 28

[min_path]
holdPathEnd = counter[31]$_DFF_PN0_
worstHoldStart = counter[31]$_DFF_PN0_
min_path_type = reg -> reg
hold_path_depth = 2

[final_timing]
tns_ps = 0
slew_headroom = 0.6613
finalMaxSlewViolations = 0
setup_viol = 0
skew_ps = 10.30
worstMarginPinSlew_ps = 503.4
hold_violations = 0
rsz0062_at_grt = no

[routing]
dr.pass1.iters = 4
wl_met2_mm = 1.784
wl_met1_mm = 2.026
drt-initial-drc-count = 78
routed_wl_mm = 3.969
n_antenna_cell = 0
drc = 0
wl_met3_um = 139
vias = 1543
ant_nets = 0
highest-signal-layer = met4
vias_per_cell = 5.414
wl_per_cell_um = 13.93

[placement]
numPortBuffers = 3
placed_area_um2 = 1962
dpl.hpwl_mm = 2.588
place_congestion = 0.7934

[logic_synthesis]
syn-cell-area_um2 = 1883
async_flop_share = 1.000
edf_count = 0
synth_flops = 33
synth.lib_cells_used.distinct = 34
top_cells_by_area = dfrtp_1 44%, xnor2_1 6.0%, a21oi_1 4.5%, nor2_1 4.0%, o31ai_1 3.2%
top_cells_by_count = 33 x dfrtp_1, 20 x nor2_1, 17 x a21oi_1
ys_cells = 205
synthFlopType = dfrtp_1
synth.largest_area_cell = dfrtp_1
top_cell = dfrtp_1
ys_area_um2 = 1883
top_cell_area_share = 0.4385
ys_seq_frac = 0.4385
yosysWarningCount = 1
postSynthAreaPerCell_um2 = 9.186
netlist_instances = 205

[clock_tree]
cts_tree = done
hold_buffers = 0
path_clk_slew_ps = 80
cts_setup_buffers = 0
cts.repair.resized = 0
clk_latency_ps = 390

[job]
maxCapViolCount = 0
warning_count = 30

[critical_path]
arrival_ps = 4290
rr_startpoint = counter[1]$_DFF_PN0_
r2r_cells = 5
r2r_slack_ps = 4780
r2r_end = counter[30]$_DFF_PN0_
start_kind = clock port
end_kind = output pin
critical_path_required_ps = 5600
worstPathMaxFanout = 2
crit_type = clk -> out

[global_route]
grt_pass1_wl_mm = 6.989
grt_max_degree = 34
grt_antenna_before_repair = 0
gr-total-overflow = 0
first_global_vias = 1576
grt_usage = 0.1372

[power]
power.leakage_nw = 0.8061
powerDensity_nw_per_um2 = 227.4
peakVddDrop_v = 0.0001691
finalPower_w = 0.0004860

[status]
status = finished, final reports clean

[cells_and_area]
final_core_util = 0.3567
n_fill_cell = 611
layout-drive-gt1-share = 0.09524
area_delta_synth_final_pct = 13.49
fin_area_um2 = 2137

[cells by family after synthesis]
logic type / after synthesis / synth area share
buffers and inverters: 20 / 0.04983
XOR/XNOR: 15 / 0.06977
adder cells (fa/ha/maj): 3 / 0.01994
flip-flops: 33 / 0.4385
AND-OR/OR-AND: 34 / 0.1056
AND/OR/NAND/NOR: 100 / 0.3163
[flip-flops by register name (all words and copies together), names as in the netlist]
name and count:
counter 32, chang_flag 1
[how the worst max path moves through the flow]
stage / from / to / slack, ps
after global routing: I_ref_clk / I_div_ratio / 1240
after CTS: I_ref_clk / I_div_ratio / 1290
final: I_ref_clk / I_div_ratio / 1310
[power breakdown]
group / switching, W / total (W) / leakage (nW) / internal [W]
Sequential: 0.00000360 / 0.000196 / 0.456 / 0.000192
Combinational: 0.0000124 / 0.0000185 / 0.253 / 0.00000611
Clock: 0.0000840 / 0.000271 / 0.0968 / 0.000187
[cell usage in the layout, fill, tap and decap left out, drive strengths merged]
cell type / count
or4: 10
nand2: 10
clkbuf: 8
dfrtp: 33
ha: 3
clkdlybuf4s50: 3
or3: 10
o31ai: 8
nor2: 20
nor4: 9
clkinv: 1
nand4bb: 1
nor3b: 1
and4: 5
inv: 9
bufinv: 2
a21oi: 18
buf: 2
nand3: 11
xnor2: 13
and3: 4
nand4: 11
a41o: 1
nor3: 7
xor2: 2
and2: 1
o21ai: 7
[metal layers]
metal  track usage  up-vias
met5             0        -
met1        0.1907      753
met4       0.02143        0
li1              -      760
met3       0.03079        3
met2        0.2261       27
[area by class of cell]
cell class                 count  area, um2  share of cell area
sequential                    33      825.8              0.3864
timing repair buffer           4      35.03             0.01639
tap                           75      93.84             0.04391
multi-input combinational    152      963.4              0.4508
clock inverter                 3      65.06             0.03044
clock buffer                   9      120.1             0.05621
inverter                       9      33.78             0.01581
[through the flow]
step                      hold WS, ps  worst slack (ps)  std cells
after floorplan                 502.7              1978        205
after global placement          546.6              1578        274
after detailed placement        551.9              1579        274
after CTS                       563.6              1291        285
after global routing            590.6              1245        285
final                           563.9              1312        285
[critical path: stages]
cell and delay, ps:
clkbuf_8 110, clkbuf_8 120, a21oi_1 100, a21oi_1 50, clkdlybuf4s50_1 400
No activity file was given, so power comes from the tool's default toggle rates.
